<file path="constraint.sdc">
current_design EXECUTE

set clk_period 26.7
set clk_io_pct 0.2

create_clock -name clk0 -period $clk_period [get_ports {clk}]

set non_clock_inputs [all_inputs -no_clocks]
set_input_delay [expr $clk_period * $clk_io_pct] -clock clk0 $non_clock_inputs
set_output_delay [expr $clk_period * $clk_io_pct] -clock clk0 [all_outputs]
</file>
<file path="config.mk">
export PLATFORM = sky130hd
export DESIGN_NAME = EXECUTE
export DESIGN_NICKNAME = EXECUTE
export VERILOG_FILES = /design/flow/design.v
export SDC_FILE = /design/flow/constraint.sdc
export NUM_CORES = 4
export LEC_CHECK = 1
export CORE_UTILIZATION = 50
</file>
<file path="design.v">
module EXECUTE #(
    parameter WIDTH = 32
) (
    input clk,
    input reset,
	input halt,
	input i_type,
	input j_type,
	input u_type,
    input [2: 0] funct3,
    input [7: 0] funct7,
    input [WIDTH - 1: 0] imm,
    input [WIDTH - 1: 0] rs1,
    input [WIDTH - 1: 0] rs2,
    output reg [WIDTH - 1: 0] rd,
    input [WIDTH - 1: 0] i_rd_sel,
    output reg [WIDTH - 1: 0] o_rd_sel,
	input [WIDTH - 1: 0] i_pc,
	output reg [WIDTH - 1: 0] o_pc,
	input sig_i_mem_wr_en,
	output reg sig_o_mem_wr_en,
	input sig_i_mem_rd_en,
	output reg sig_o_mem_rd_en,
	output reg [WIDTH - 1: 0] o_mem_wr_data,
	output reg [2: 0] o_mem_rw_size
);
    parameter f3_add         =  'h0;
    parameter f3_sub         =  'h0;
    parameter f3_xor         =  'h4;
    parameter f3_or          =  'h6;
    parameter f3_and         =  'h7;
    parameter f3_sll         =  'h1;
    parameter f3_srl         =  'h5;
    parameter f3_sra         =  'h5;
    parameter f3_slt         =  'h2;
    parameter f3_sltu        =  'h3;
	parameter f7_add         =  'h00;
	parameter f7_sub         =  'h20;
	parameter f7_xor         =  'h00;
	parameter f7_or          =  'h00;
	parameter f7_and         =  'h00;
	parameter f7_sll         =  'h00;
	parameter f7_srl         =  'h00;
	parameter f7_sra         =  'h20;
	parameter f7_slt         =  'h00;
	parameter f7_sltu        =  'h00;
	wire [WIDTH - 1: 0] A = 
		j_type == 1 ?
			i_pc:
		u_type && i_type ?
			o_pc:
		rs1;
	wire [WIDTH - 1: 0] B =
		j_type == 1 ?
			4:
		u_type || i_type || sig_i_mem_wr_en || sig_i_mem_rd_en ?
			imm:
		rs2;
	reg rst_0;
	reg rst_1;
	always @(posedge clk) begin
		rst_0 <= j_type;
		rst_1 <= rst_0;
		if (reset) begin
			o_pc <= 0;
		end else if (halt == 0) begin
			o_pc <= i_pc;
		end
		if (reset || rst_0 || rst_1 || halt) begin
			rd <= 0;
			o_rd_sel <= 0;
			sig_o_mem_wr_en <= 0;
			sig_o_mem_rd_en <= 0;
			o_mem_wr_data <= 0;
			o_mem_rw_size <= 0;
		end else if (halt == 0) begin
			rd	<=
				j_type ?
					B:
				sig_i_mem_wr_en || sig_i_mem_rd_en || (funct3 == f3_add && funct7 == f7_add) ? A + B:
				funct3 == f3_sub 	&& funct7 == f7_sub 	? A - B:
				funct3 == f3_xor 	&& funct7 == f7_xor 	? A ^ B:
				funct3 == f3_or 	&& funct7 == f7_or 		? A | B:
				funct3 == f3_and 	&& funct7 == f7_and 	? A & B:
				funct3 == f3_sll 	&& funct7 == f7_sll 	? A << B[4: 0]:
				funct3 == f3_srl 	&& funct7 == f7_srl 	? A >> B[4: 0]:
				funct3 == f3_sra 	&& funct7 == f7_sra 	? A >> B[4: 0]:
				funct3 == f3_slt 	&& funct7 == f7_slt 	? (A < B ? 1: 0):
				funct3 == f3_sltu 	&& funct7 == f7_sltu 	? (A < B ? 1: 0):
				0;
			o_rd_sel <= i_rd_sel;
			o_pc <= i_pc;
			sig_o_mem_wr_en <= sig_i_mem_wr_en;
			sig_o_mem_rd_en <= sig_i_mem_rd_en;
			o_mem_wr_data <= sig_i_mem_rd_en || sig_i_mem_wr_en ? rs2: 0;
			o_mem_rw_size <= sig_i_mem_rd_en || sig_i_mem_wr_en ? funct3:  0;
		end
	end
endmodule
</file>
<file path="run.sh">
#!/bin/bash
# OpenROAD 26Q1-2900-gdf79404cd8, Yosys 0.63+post, stock flow scripts
make -C /OpenROAD-flow-scripts/flow DESIGN_CONFIG=/design/flow/config.mk WORK_HOME=/design/flow/orfs finish
</file>
==> results_slide.txt <==
Flow Results at a Glance

Run status
  – Run status: finished clean

Timing
  – Relative slew slack: 24.4%
  – Max Clock Freq: 0.0908 GHz
  – Crit path time final: 11010 ps
  – Final period util: 41.2%
  – Endpoints failing setup: 0
  – Hold Fails Final Rpt: 0
  – Clock Skew: 13.9 ps
  – Worst Max-Slew Pin Slew: 1120 ps
  – Final-report max-slew violation count: 0
  – RSZ-0062 raised after global routing: false
  – Fin Setup TNS: 0 ps

Routing
  – Residual DRC: 0
  – WL/cell: 30.0 um
  – ANT nets after route: 0
  – WL final: 75.1 mm
  – Avg Vias per Cell: 6.77
  – DRT Pass-1 Iters: 6
  – Vias after detailed routing: 17000
  – Iteration-0 DRC Markers: 2134

Synth
  – Most used flip-flop cell: dfxtp_1
  – Yosys stat area: 14400 sq um
  – Mapped Cells: 1897
  – Yosys stat cell total: 1897
  – Async SR Flop Fraction: 0%
  – Synth cell types: 87
  – FF+latch count, synth: 135
  – Synth warn: 1
  – Seq/Total Area, Yosys: 18.8%
  – Syn avg cell area: 7.58 sq um
  – Cell Area, Synth: 14400 sq um
  – Post-synth EDFFs: 0

Clock tree
  – Clock Path Buffers: 2
  – CTS Hold Bufs: 0
  – Clock root buffer: clkbuf_16
  – H-tree depth: 4
  – # Post-CTS Setup Buffers: 0
  – CTS buffer count: 17
  – Num Clock Sinks: 135
  – Post-CTS sizing: 0
  – Insertion Delay late pin: 460 ps
  – CTS tree: done
  – CTS clk-pin slew, worst paths: 70 ps

Global routing
  – Initial antenna violation count: 4
  – Total track usage: 51.5%
  – Largest net degree at the start of global routing: 89
  – Gr ovfl total: 0
  – First-pass GRT wire length: 107 mm
  – Vias in the first global route: 15800

Place
  – Port bufs: 311
  – RePlAce Congestion: 1.15
  – Number of instances in the placed design: 2474
  – DP HPWL: 54.0 mm

Cells and area
  – End-of-flow core utilization: 64.9%
  – Commonest Layout Cell: clkdlybuf4s50_1
  – Dominant logic cell types in the final layout: clkdlybuf4s50_1 (308), mux2i_1 (188), nand2_1 (162)
  – Area grow syn2layout: 26.4%
  – Non-Filler Instances: 2508
  – Proportion of layout cells with a drive suffix above 1: 7.85%

Setup path
  – Nature of the critical path endpoint: register
  – Crit path DAT: 11380 ps
  – Type of origin of the critical path: primary input
  – CP Max Fanout: 51
  – Critical Path RT: 27070 ps
  – Critical path class: in2reg

Floorplan
  – Core box area: 28000 sq um
  – Row cnt: 61
  – Num ports: 312
  – Floorplan utilization: 51.4%
  – Die area: 29500 sq um
  – Die height: 172 um
  – Die width: 172 um

Run
  – Max_cap viols: 0
  – OpenROAD warnings: 90

Power
  – Max rail drop VDD: 0.0000433 V
  – Power, Total: 0.000772 W
  – Cell area power density: 42.5 nW/um^2
  – Pleak: 7.71 nW

Min path
  – Hold WC Path Type: reg2reg
## state kept, by name, indices dropped and copies added (netlist names)
register	count
sig_o_mem_wr_en	1
o_rd_sel	32
rst_0	1
o_mem_wr_data	32
o_mem_rw_size	3
rd	32
o_pc	32
sig_o_mem_rd_en	1
rst_1	1
## report_power, final
part	switching, W	internal (W)	total (W)
sequential	0.00000375	0.000207	0.000210
combinational	0.000197	0.000122	0.000320
clock	0.000106	0.000136	0.000242
## area by class of cell
| cell class | count | area [sq um] |
|---|---|---|
| tap | 378 | 473 |
| multi-input combinational | 1479 | 10500 |
| clock inverter | 12 | 116 |
| timing repair buffer | 349 | 3390 |
| clock buffer | 20 | 467 |
| antenna | 2 | 5.00 |
| fill | 2226 | 9820 |
| sequential | 135 | 2700 |
| inverter | 133 | 502 |
## cells in the mapped netlist (all sizes together) (14+ instances only)
cell / n / share of area [%]
nor2: 161 / 4.2
clkbuf: 94 / 2.5
and2: 72 / 3.1
a31oi: 18 / 0.78
nor2b: 31 / 1.3
ha: 96 / 8.3
o311a: 36 / 2.5
a221oi: 17 / 1.1
dfxtp: 135 / 19
mux2i: 191 / 13
o221ai: 14 / 0.85
nor4: 16 / 0.80
mux2: 28 / 2.3
nand3: 25 / 0.87
inv: 132 / 3.5
a21o: 17 / 0.89
buf: 56 / 2.2
o211ai: 43 / 2.2
nand4b: 31 / 1.9
o21ai: 88 / 3.1
or2: 38 / 1.7
o22ai: 20 / 0.87
nor3: 40 / 1.4
a211oi: 26 / 1.4
xnor2: 15 / 0.91
nand2: 162 / 4.2
a21oi: 102 / 3.5
## cell families (layout without fill, tap and decap cells)
group / after synthesis / in the layout / synth area share (%)
other: 0 / 2 / 0
DFF: 135 / 135 / 18.8
buffers and inverters: 283 / 514 / 8.18
muxes: 222 / 222 / 16.1
AOI/OAI and AO/OA: 506 / 506 / 24.8
xor gates and xnor gates: 22 / 22 / 1.34
and+or+nand+nor: 631 / 631 / 22.2
adders and majority gates: 98 / 98 / 8.63
## path summary, 6_finish.rpt
check / cells past startpoint / slack [ps] / from / endpoint
max: 19 / 15690 / i_type / rd[28]
min: 0 / 380 / rst_0 / rst_1
min reg2reg: 0 / 380 / rst_0 / rst_1
max reg2reg: 12 / 22340 / o_pc[11] / rd[0]
## per-stage QoR
stage	instance area [sq um]	worst slack (ps)	hold WS, ps
2_1_floorplan	14400	16890	346
3_5_place_dp	17600	15330	366
3_3_place_gp	17600	15410	363
6_report	18200	15690	382
4_1_cts	18200	15790	384
5_1_grt	18200	15320	390
## layer usage
metal	vias to the layer above	part of all wire, %	global-route usage [%]
met5	-	0.13	2.78
li1	7298	-	-
met4	4	8.6	34.5
met3	396	14	21.1
met1	7835	36	64.1
met2	1444	40	72.8
## critical path, cell delays in order
cell	delay, ps
clkdlybuf4s50_1	400
buf_4	270
nor4_4	310
buf_4	560
mux2i_4	310
buf_4	620
clkinv_1	150
buf_4	370
ha_1	340
fa_1	440
nor2b_1	160
o311a_1	350
o221ai_1	470
or4_1	250
nand2_1	100
a221oi_1	350
xnor2_1	160
o221ai_1	130
a211oi_1	230
No activity file was given, so power comes from the tool's default toggle rates.
