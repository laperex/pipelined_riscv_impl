===== flow/config.mk =====
export PLATFORM = sky130hd
export DESIGN_NAME = WRITE_BACK
export DESIGN_NICKNAME = WRITE_BACK
export VERILOG_FILES = /design/flow/design.v
export SDC_FILE = /design/flow/constraint.sdc
export NUM_CORES = 4
export LEC_CHECK = 1
export CORE_UTILIZATION = 40

===== flow/run.sh =====
#!/bin/bash
# OpenROAD 26Q1-2900-gdf79404cd8, Yosys 0.63+post, stock flow scripts
make -C /OpenROAD-flow-scripts/flow DESIGN_CONFIG=/design/flow/config.mk WORK_HOME=/design/flow/orfs finish

===== flow/constraint.sdc =====
current_design WRITE_BACK

set clk_period 9.9
set clk_io_pct 0.2

create_clock -name clk0 -period $clk_period [get_ports {clk}]

set non_clock_inputs [all_inputs -no_clocks]
set_input_delay [expr $clk_period * $clk_io_pct] -clock clk0 $non_clock_inputs
set_output_delay [expr $clk_period * $clk_io_pct] -clock clk0 [all_outputs]

===== flow/design.v =====
module WRITE_BACK #(parameter WIDTH = 32) (
	input clk,
	input reset,
	input halt,
	input [4: 0] rd_ex_sel,
	input [4: 0] rd_mem_sel,
	input [4: 0] rs1_sel,
	input [4: 0] rs2_sel,
	input [WIDTH - 1: 0] rd_ex,
	input [WIDTH - 1: 0] rd_mem,
	output [WIDTH - 1: 0] rs1,
	output [WIDTH - 1: 0] rs2
);
	reg [WIDTH - 1: 0] reg_x[WIDTH - 1: 0];
	assign rs1 = rs1_sel > 0 &&
		rd_ex_sel == rs1_sel ?
			rd_ex:
		rd_mem_sel == rs1_sel ?
			rd_mem:
		reg_x[rs1_sel];
	assign rs2 = rs2_sel > 0 &&
		rd_ex_sel == rs2_sel ?
			rd_ex:
		rd_mem_sel == rs2_sel ?
			rd_mem:
		reg_x[rs2_sel];
	wire [WIDTH - 1: 0] zero	= reg_x[0];
	wire [WIDTH - 1: 0] ra		= reg_x[1];
	wire [WIDTH - 1: 0] sp		= reg_x[2];
	wire [WIDTH - 1: 0] gp		= reg_x[3];
	wire [WIDTH - 1: 0] tp		= reg_x[4];
	wire [WIDTH - 1: 0] fp		= reg_x[8];
	wire [WIDTH - 1: 0] a0		= reg_x[10];
	wire [WIDTH - 1: 0] a1		= reg_x[11];
	wire [WIDTH - 1: 0] a2		= reg_x[12];
	wire [WIDTH - 1: 0] a3		= reg_x[13];
	wire [WIDTH - 1: 0] a4		= reg_x[14];
	wire [WIDTH - 1: 0] a5		= reg_x[15];
	wire [WIDTH - 1: 0] a6		= reg_x[16];
	wire [WIDTH - 1: 0] a7		= reg_x[17];
	wire [WIDTH - 1: 0] s0		= reg_x[8];
	wire [WIDTH - 1: 0] s1		= reg_x[9];
	wire [WIDTH - 1: 0] s2		= reg_x[18];
	wire [WIDTH - 1: 0] s3		= reg_x[19];
	wire [WIDTH - 1: 0] s4		= reg_x[20];
	wire [WIDTH - 1: 0] s5		= reg_x[21];
	wire [WIDTH - 1: 0] s6		= reg_x[22];
	wire [WIDTH - 1: 0] s7		= reg_x[23];
	wire [WIDTH - 1: 0] s8		= reg_x[24];
	wire [WIDTH - 1: 0] s9		= reg_x[25];
	wire [WIDTH - 1: 0] s10		= reg_x[26];
	wire [WIDTH - 1: 0] s11		= reg_x[27];
	wire [WIDTH - 1: 0] t0		= reg_x[5];
	wire [WIDTH - 1: 0] t1		= reg_x[6];
	wire [WIDTH - 1: 0] t2		= reg_x[7];
	wire [WIDTH - 1: 0] t3		= reg_x[28];
	wire [WIDTH - 1: 0] t4		= reg_x[29];
	wire [WIDTH - 1: 0] t5		= reg_x[30];
	wire [WIDTH - 1: 0] t6		= reg_x[31];
	genvar i;
	for (i = 0; i < WIDTH; i = i + 1) begin
		always @(posedge clk) begin
			if (reset) begin
				reg_x[i] <= 0;
			end
		end
	end
	always @(posedge clk) begin
		if (reset == 0 && halt == 0) begin
			if (rd_ex_sel > 0) begin
				reg_x[rd_ex_sel] <= rd_ex;
			end
			if (rd_mem_sel > 0 && rd_ex_sel != rd_mem_sel) begin
				reg_x[rd_mem_sel] <= rd_mem;
			end
		end
	end
endmodule

==> results_dict.tcl <==
# implementation run metrics
set metrics [dict create \
    row_count 141 \
    ff_type "edfxtp_1" \
    grt-ovfl-total 0 \
    netlist_logic_family_top "AND-OR/OR-AND gates" \
    synth_cells 4202 \
    nFillCells 12730 \
    cts_buffers 109 \
    syn_to_final_growth_pct 11.62 \
    setup_viol 0 \
    die-area_um2 150400 \
    simple_gate_share_pct 1.664 \
    syn_avg_cell_area_um2 14.17 \
    synth_seq_share_pct 51.64 \
    crit_required_ns 7.92 \
    clock-sinks 1024 \
    drc 0 \
    finalCriticalPeriod_ns 8.263 \
    ys_sh_xor_pct 0.2921 \
    die_h_um 387.8 \
    hold_buffers 0 \
    final_area_um2 66470 \
    drt_iter0_markers 3484 \
    tool_warnings 26 \
    path_clk_slew_ns 0.06 \
    ios 151 \
    endpoint_kind "output pin" \
    yosysChipArea_um2 59540 \
    max_cap_violations 0 \
    die-width_um 387.8 \
    ys_warn_count 1 \
    hold_class "input port to flop" \
    power_frac_comb_pct 15.1 \
    num_vias 44010 \
    leakage_nw 22.48 \
    ys_async_sr_fraction_pct 0 \
    top_cell_area_share_pct 51.64 \
    vias_per_cell 7.257 \
    synth_cell_types 47 \
    grt_pass1_wl_um 347300 \
    fmax_ghz 0.1210 \
    regMostFlops "reg_x" \
    ir_drop_mv 0.1433 \
    drive_gt1_share_pct 24.00 \
    io_buffers 150 \
    crit_type "input port to output pin" \
    wirelength_um 249900 \
    netlist_area_um2 59540 \
    cts_tree "built" \
    drt_pass1_iterations 6 \
    synth.area.top_cells "edfxtp_1 52%, a22o_1 15%, mux4_2 13%" \
    synth_flops 1024 \
    largest_register_ffs 1024 \
    path_max_fanout 38 \
    ant_nets 0 \
    grt_pass1_vias 46140 \
    power_switching_mw 2.930 \
    core_um2 147700 \
    yosys-stat-cells 4202 \
    finalSetupTns_ns 0 \
    p_sw_share_pct 27.00 \
    yosysTopAreaCell "edfxtp_1" \
    place_area_um2 63030 \
    grt_max_degree 66 \
    antenna_found_initial 13 \
    drv_slew 0 \
    critPathLaunchType "input port" \
    root_buffer "clkbuf_16" \
    min_from "reset" \
    cts_setup_buffers 0 \
    dp_hpwl_um 146000 \
    min_period_over_period_pct 83.47 \
    cp_data_arrival_time_ns 6.28 \
    relSlewSlack_pct 22.37 \
    place.gp.congestion 0.9812 \
    clk_path_buf_depth 3 \
    reg.largest.list "reg_x x1024" \
    mux_share_pct 19.49 \
    track_usage_pct 35.48 \
    status "finished clean" \
    synth-edff-count 1024 \
    startpoint "rd_ex_sel[4]" \
    ys_sh_aoi_pct 21.78 \
    power_density_nw_per_um2 163.3 \
    h-tree-depth 3 \
    finalHoldViolCount 0 \
    rsz0062_at_grt "false" \
    power_frac_seq_pct 47.5 \
    clockPowerShare_pct 37.4 \
    adder_share_pct 0 \
    cts_resized 0 \
    logic_area_um2 26370 \
    seqCellArea_um2 30750 \
    p_int_mw 7.923 \
    initCoreUtil_pct 40.32 \
    wl_per_cell_um 41.20 \
    worst_pin_slew_ns 1.164 \
]
-- layer usage --
layer  global-route usage (%)  wire [um]  part of all wire (%)  up-vias
met5                    3.764        791                  0.32        -
met1                    38.58      76090                    30    21610
met2                    48.47     106900                    43     4057
li1                         -          -                     -    17370
met3                    29.44      49440                    20      934
met4                    17.89      16670                   6.7       42
-- cell usage in the layout (no fill, tap or decap), types with 33 or more instances in the layout --
cell type | Yosys | final
o22ai_1 | 33 | 33
o21ai_0 | 66 | 66
o221ai_1 | 125 | 125
a211oi_1 | 44 | 43
a22oi_1 | 83 | 83
mux2i_1 | 255 | 255
mux4_2 | 355 | 355
a21oi_1 | 51 | 50
nor2_4 | 8 | 65
a211o_1 | 33 | 33
a22o_1 | 1024 | 1024
inv_1 | 35 | 34
nand2_1 | 39 | 38
clkbuf_16 | 0 | 111
mux2_2 | 94 | 94
edfxtp_1 | 1024 | 1024
buf_4 | 8 | 235
clkdlybuf4s50_1 | 0 | 140
-- cell usage after synthesis, types with 39 or more instances --
library cell,number
a21oi_1,51
mux2i_1,255
clkbuf_1,449
nor2_1,62
mux2_2,94
o221ai_1,125
buf_2,121
a22o_1,1024
edfxtp_1,1024
a211oi_1,44
buf_1,89
nand2_1,39
mux4_2,355
a22oi_1,83
o21ai_0,66
-- cell families (layout without fill, tap and decap cells) --
logic type	count (synthesis)	count (layout)
compound gates	1540	1540
flops	1024	1024
buf+inv	723	620
mux	704	704
simple gates	191	191
xor+xnor	19	19
other cells	1	36
-- final timing paths --
path	end	slack (ns)	cells after the start
min	reg_x[0][26]	1.76	1
max	rs2[16]	1.64	9
-- through the flow --
stage / util, % / hold slack [ns] / total power [mW] / setup WS [ns] / cells
after CTS: 45.00 / 1.691 / 10.82 / 1.908 / 6060
after floorplan: - / 2.397 / 6.108 / 4.106 / 4233
after detailed placement: 42.68 / 2.479 / 6.821 / 1.911 / 5862
after global placement: 42.68 / 2.480 / 6.813 / 1.824 / 5862
final: 45.01 / 1.756 / 10.85 / 1.637 / 6064
after global routing: 45.01 / 1.709 / 11.10 / 1.532 / 6063
-- worst max-delay path: stages --
cell,delay (ns)
clkdlybuf4s50_1,0.81
xor2_1,0.33
nor4_1,0.58
and2_4,0.49
buf_4,0.61
a22oi_1,0.19
o21ai_0,0.45
buf_4,0.25
clkdlybuf4s50_1,0.45
-- final cells by class --
class	count	share of cell area [%]
antenna	4	0.01506
inverter	35	0.1977
timing repair buffer	387	5.054
tap	1930	3.633
clock inverter	61	0.8302
sequential	1024	46.26
clock buffer	137	4.326
multi-input combinational	2486	39.68
-- power by group through the flow --
stage | Sequential [mW] | Clock, mW | Combinational [mW]
after global routing | 5.19 | 4.23 | 1.68
after CTS | 5.15 | 4.08 | 1.59
final | 5.15 | 4.06 | 1.64
Power figures rest on the tool's default switching activity, not on a simulated workload.
