==> flow/design.v <==
module multi_node #(
    parameter IDX   = 0,
    parameter WIDTH = 32
) (
    input clk,
    input reset,
    input [WIDTH - 1: 0] md_val,
    input [WIDTH - 1: 0] pd_val,
    input [WIDTH - 1: 0] mr_val,
    input mx_val,
    output reg [WIDTH - 1: 0] md_next,
    output reg [WIDTH - 1: 0] pd_next,
    output reg [WIDTH - 1: 0] mr_next,
    output reg mx_next
);
	wire [WIDTH - 1: 0] pd_res =
		mr_val[0] == 1 && mx_val == 0 ?
			pd_val - md_val:
		mr_val[0] == 0 && mx_val == 1 ?
			pd_val + md_val:
			pd_val;
	always @(posedge clk) begin
		if (reset) begin
			md_next <= 0;
			pd_next <= 0;
			mr_next <= 0;
			mx_next <= 0;
		end else begin
			md_next <= md_val;
			pd_next[WIDTH - 1] <= pd_res[WIDTH - 1];
			pd_next[WIDTH - 2: 0] <= pd_res >> 1;
			mr_next[WIDTH - 1] <= pd_res[0];
			mr_next[WIDTH - 2: 0] <= mr_val >> 1;
			mx_next <= mr_val[0];
		end
	end
endmodule
module pipelined_boothe_multiplier #(
    WIDTH = 32
) (
    input clk,
    input reset,
    input en,
    input [WIDTH - 1: 0] md,
    input [WIDTH - 1: 0] mr,
    output [(2 * WIDTH) - 1: 0] s_result
);
	wire [WIDTH - 1: 0] _md[WIDTH: 0];
	wire [WIDTH - 1: 0] _pd[WIDTH: 0];
	wire [WIDTH - 1: 0] _mr[WIDTH: 0];
	wire _mx[WIDTH: 0];
	genvar i;
	assign _md[0] = md;
	assign _pd[0] = 0;
	assign _mr[0] = mr;
	assign _mx[0] = 0;
	assign s_result[(2 * WIDTH) - 1: 0] = { _pd[WIDTH], _mr[WIDTH] };
	for (i = 0; i < WIDTH; i = i + 1) begin
		multi_node #(
			.IDX        (i),
			.WIDTH      (WIDTH)
		) u_multi_node (
			.clk        (clk),
			.reset      (reset),
			.md_val     (_md[i]),
			.pd_val     (_pd[i]),
			.mr_val     (_mr[i]),
			.mx_val     (_mx[i]),
			.md_next    (_md[i + 1]),
			.pd_next    (_pd[i + 1]),
			.mr_next    (_mr[i + 1]),
			.mx_next    (_mx[i + 1])
		);
	end
endmodule
==> flow/run.sh <==
#!/bin/bash
# OpenROAD 26Q1-2900-gdf79404cd8, Yosys 0.63+post, stock flow scripts
make -C /OpenROAD-flow-scripts/flow DESIGN_CONFIG=/design/flow/config.mk WORK_HOME=/design/flow/orfs finish
==> flow/config.mk <==
export PLATFORM = sky130hd
export DESIGN_NAME = pipelined_boothe_multiplier
export DESIGN_NICKNAME = pipelined_boothe_multiplier
export VERILOG_FILES = /design/flow/design.v
export SDC_FILE = /design/flow/constraint.sdc
export NUM_CORES = 4
export LEC_CHECK = 1
export CORE_UTILIZATION = 40
==> flow/constraint.sdc <==
current_design pipelined_boothe_multiplier

set clk_period 20.6
set clk_io_pct 0.2

create_clock -name clk0 -period $clk_period [get_ports {clk}]

set non_clock_inputs [all_inputs -no_clocks]
set_input_delay [expr $clk_period * $clk_io_pct] -clock clk0 $non_clock_inputs
set_output_delay [expr $clk_period * $clk_io_pct] -clock clk0 [all_outputs]
==> flow_summary_export.csv <==
group,metric,value,unit
worst_setup_path,cp.required,21410,ps
synthesis,synth_cell_type_count,109,
synthesis,largest_area_cell,"dfxtp_1",
worst_setup_path,path_class,"in -> reg",
final_timing,finalSetupTns,0,ps
final_layout,combGateArea,0.118,mm^2
worst_setup_path,start_kind,"input pin",
global_routing,antenna_found_initial,18,
final_timing,fmax,0.127,GHz
clocking,clock_path_buffers,4,
worst_setup_path,r2r_cells,14,
power,power.leakage,88.2,nW
global_routing,grtUsageMet1,33.7,%
synthesis,ys_cells,24270,
global_routing,grt_max_degree,139,
synthesis,netlist_area,0.192,mm^2
synthesis,ys.flop_type,"dfxtp_1",
route,drcViolationCount,0,
clocking,h-tree-depth,5,
final_timing,finalSetupViolCount,0,
synthesis,top_cells_by_count,"3,614 x nor2_1, 3,039 x dfxtp_1, 2,184 x a21oi_1",
synthesis,yosysChipArea,0.192,mm^2
placed_design,place_congestion,0.965,
final_timing,slew_viol_final,0,
global_routing,top_usage_layer,"met2",
final_timing,rsz0062_at_grt,"no",
placed_design,io_buffers,129,
route,route.antenna.remaining_nets,0,
final_timing,finalCriticalPeriod,7890,ps
power,power,13.3,mW
floorplan,design.core.area,0.478,mm^2
route,drt_pre_antenna_iters,8,
route,viasPerCell,5.61,
route,dr_total_vias,170024,
synthesis,ys.warnings.count,33,
min_path,hold_class,"reg -> reg",
synthesis,syn_inst,24270,
power,cellPowerDensity,63.4,mW/mm^2
floorplan,chipHeight,695,um
final_layout,area_growth,9.33,%
final_timing,worstMarginPinSlew,1080,ps
clocking,cts.sinks,3039,
synthesis,top_cell,"nor2_1",
clocking,cts_buffers,335,
final_timing,skew,60.3,ps
final_layout,flop_area,0.0608,mm^2
floorplan,die_x,695,um
clocking,postCtsSetupBuffers,0,
clocking,ctsRootBufferMaster,"clkbuf_16",
worst_setup_path,crit_fanout,92,
floorplan,ioPinCount,131,
synthesis,synth_seq_share,31.7,%
floorplan,dieArea,0.483,mm^2
final_layout,layout-drive-gt1-share,4.68,%
clocking,cts_tree,"done",
global_routing,grt_overflow_total,0,
run_status,outcome,"complete, no violations",
route,drt_iter0_markers,12452,
synthesis,edf_count,0,
placed_design,dpl.hpwl,438,mm
final_timing,finalClockPeriodUsage,38.3,%
clocking,worstSkewPairLatency,980,ps
synthesis,ys_ff,3039,
global_routing,gr-usage-met2,38.6,%
route,wl_per_cell,19.1,um
clocking,cts_resized,0,
final_timing,relSlewSlack,26.5,%
synthesis,async_flop_share,0,%
final_timing,finalHoldViolCount,0,
worst_setup_path,cp_data_arrival_time,8700,ps
worst_setup_path,critPathCaptureType,"flip-flop",
clocking,clk_pin_slew,60,ps
power,irDropWorstVdd,72.0,uV
floorplan,fp_util,40.2,%
synthesis,top_area_share,31.7,%
clocking,cts_hold_buf,0,
flow_run,maxCapViolCount,0,
route,finalWirelength,580,mm
synthesis,avgSynthCellArea,7.91,um^2
flow_run,warning_count,994,
min_path,min_path_cells,1,
final_layout,nFillCells,47216,
global_routing,grt_pass1_wl,911,mm
synthesis,area_leaders,"dfxtp_1 32%, ha_1 13%, nor2_1 7.1%, a21oi_1 5.7%, nor2b_1 4.6%",
global_routing,grt_usage,23.9,%
global_routing,grt_pass1_vias,160816,
floorplan,rows,254,
global_routing,grt_use_met3,2.66,%
worst paths after layout:
kind,startpoint,endpoint,slack [ps]
setup / recovery,reset,genblk1[29].u_multi_node.mr_next[25],12710
hold / removal,genblk1[9].u_multi_node.mr_next[29],genblk1[10].u_multi_node.mr_next[28],400
setup reg to reg,genblk1[29].u_multi_node.md_next[1],genblk1[30].u_multi_node.pd_next[28],16030
hold reg to reg,genblk1[9].u_multi_node.mr_next[29],genblk1[10].u_multi_node.mr_next[28],400
report_power, final:
part           switching, mW  total (mW)  internal [mW]
Sequential            0.0562        5.98           5.93
Clock                   2.54        6.34           3.80
Combinational          0.608       0.977          0.369
Total                   3.21        13.3           10.1
flip-flops by register name (all words and copies together), names as in the netlist:
register                      cells
genblk1.u_multi_node.mr_next   1024
genblk1.u_multi_node.md_next    992
genblk1.u_multi_node.pd_next    992
genblk1.u_multi_node.mx_next     31
logic make-up (layout without fill, tap and decap cells):
group,after synthesis,in the layout,share of synthesized area [%]
adders and majority gates,1986,1986,13.2
xor gates and xnor gates,384,384,1.75
buffers and inverters,3382,2963,6.64
DFF,3039,3039,31.7
other,0,34,0
muxes,103,103,0.554
AOI/OAI and AO/OA,7692,7692,27.3
and+or+nand+nor,7684,7684,18.9
cells in the final DEF (no fill, tap or decap), types with 99 or more instances in the layout:
cell             count
nor2_1            3610
dfxtp_1           3033
a21oi_1           2184
inv_1             1942
ha_1              1923
nor2b_1           1383
o21ai_0           1031
nand2_1            832
a211oi_1           671
o21bai_1           527
nor3_1             513
o221ai_1           404
a221o_1            387
a21o_1             342
clkbuf_16          339
nand2b_1           313
xnor2_1            299
buf_4              261
nand3_1            256
a31oi_1            240
o22ai_1            232
o31ai_1            182
o21a_1             167
nor4_1             145
a2111oi_0          140
clkdlybuf4s50_1    128
a221oi_1           123
o211ai_1           122
or3_1              117
a22oi_1            109
and3_1              99
routing by layer:
layer  part of all wire, %  up-vias  routed length (um)
li1                      -    84679                   -
met1                    44    79176              257000
met2                    46     5070              268000
met3                   5.4     1099               31000
met4                   4.1        0               23500
met5                     0        -                   0
metrics by stage:
stage	hold slack [ps]	instances	worst slack [ps]	area (um^2)	utilization [%]
5_1_grt	430	30284	12340	210000	43.9
3_3_place_gp	415	29642	11710	198000	41.4
6_report	403	30285	12710	210000	43.9
3_5_place_dp	420	29642	11650	198000	41.4
2_1_floorplan	414	24270	14180	192000	-
4_1_cts	413	30251	12720	210000	43.9
worst max-delay path, stage by stage:
cell	delay [ps]
buf_16	350
buf_4	600
buf_4	660
buf_4	590
buf_4	680
buf_4	620
buf_4	690
nor2b_1	150
final cells by class:
| class | instances | share of cell area [%] |
|---|---|---|
| flip-flops and latches | 3039 | 29.0 |
| inverters | 1962 | 3.51 |
| clock buffers | 447 | 4.52 |
| diodes | 34 | 0.0406 |
| multi-input cells | 17849 | 56.4 |
| well taps | 6400 | 3.82 |
| repair buffers | 392 | 1.58 |
| clock inverters | 162 | 1.10 |
Power and IR drop assume default switching activity.
